--- /design/flow/config.mk ---
export PLATFORM = sky130hd
export DESIGN_NAME = risc
export DESIGN_NICKNAME = risc
export VERILOG_FILES = /design/flow/design.v
export SDC_FILE = /design/flow/constraint.sdc
export NUM_CORES = 4
export LEC_CHECK = 1
export CORE_UTILIZATION = 50
--- /design/flow/constraint.sdc ---
current_design risc

set clk_period 13.4
set clk_io_pct 0.2

create_clock -name clk0 -period $clk_period [get_ports {clk}]

set non_clock_inputs [all_inputs -no_clocks]
set_input_delay [expr $clk_period * $clk_io_pct] -clock clk0 $non_clock_inputs
set_output_delay [expr $clk_period * $clk_io_pct] -clock clk0 [all_outputs]
--- /design/flow/design.v ---
module alu (A, B, function_sel,
            aluout, zero_flag, parity_flag, carry_flag);
output [15:0] aluout;
output zero_flag, parity_flag, carry_flag;
input [15:0] A, B;
input [3:0] function_sel;
reg [15:0] aluout;
reg zero_flag, parity_flag, carry_flag;
always @(A or B or function_sel)
  begin
   case (function_sel)
        4'b0000 :  {carry_flag, aluout} = {1'b0, B};
        4'b0001 :  {carry_flag, aluout} = {1'b1, ~B};
        4'b0010  :  {carry_flag, aluout} = {1'b0, A & B};
        4'b0011   :  {carry_flag, aluout} = {1'b0, A | B};
        4'b0100  :  {carry_flag, aluout} = {1'b0, A ^ B};
        4'b0101  :  {carry_flag, aluout} = A + B;
        4'b0110 :  {carry_flag, aluout} = B + 1;
        4'b0111  :  {carry_flag, aluout} = {1'b1, A} - B;
        4'b1000 :  {carry_flag, aluout} = {B[15:0], B[15]};
        4'b1001 :  {carry_flag, aluout} = {B[15:0], 1'b0};
        4'b1010 :  {carry_flag, aluout} = {B[0], B[0], B[15:1]};
        4'b1011 :  {carry_flag, aluout} = {2'b0, B[15:1]};
        4'b1100 :  {carry_flag, aluout} = {1'b1, A ~^ B};
        4'b1101  :  {carry_flag, aluout} = {1'b1, ~(A | B)};
        4'b1110 :  {carry_flag, aluout} = B - 1;
        4'b1111 :  {carry_flag, aluout} = {1'b1, ~(A & B)};
   endcase
   zero_flag = ~|aluout;
   parity_flag = ^aluout;
  end
endmodule
module cntr16 (pcin, pc, ck, ldPc, clrPc);
input ck;
input clrPc;
input ldPc;
input [15:0] pcin;
output [15:0] pc;
reg [15:0] pc;    
always @(posedge ck)
   begin
        if (clrPc) pc = #1 16'b0;
        else if (ldPc) pc = #1 pcin;
        else pc = #1 pc + 1;
   end
endmodule 
module freg (a, b, c, d, regout, clk, gate, clr);
input gate;
input clr;
input clk;
input a, b, c, d;
output [3:0] regout;
reg [3:0] regout;
always @(posedge clk)
   if (clr) regout = #1 16'b0;
   else if (gate) regout = #1 {a, b, c, d};
endmodule
module idec(aluf,readAddrA,readAddrB, writeAddress,selA,selB,clrR,
             clrIr0, gate, rw, sel_addr_reg, dojump, wrAddr,
             ir0q,ir1q,flags,reset);
output [3:0] aluf,readAddrA,readAddrB, writeAddress;
output [1:0] selA,selB;
output clrR, clrIr0, gate, rw, sel_addr_reg, dojump,wrAddr ;
input [15:0] ir0q,ir1q;
input [3:0] flags;
input reset;
wire m0 = ir0q[3],
     m1 = ir1q[3];
function jmpchk;
input [2:0] condition;
input [3:0] flags;
reg sign,carry,parity,zero;
begin
        {sign,carry,parity,zero} = flags;
        case (condition)
        3'b000:   jmpchk = 1;
        3'b001:   jmpchk = ~ sign;
        3'b010:   jmpchk = sign;
        3'b011:  jmpchk = zero;
        3'b100: jmpchk = parity;
        3'b101: jmpchk = carry;
        3'b110: jmpchk = ~carry;
        3'b111: jmpchk = ~zero;
        endcase
end
endfunction
assign #1 
        aluf = ir1q[15:12],
        readAddrA = ir0q[11:8],
        readAddrB = ir0q[ 7:4],
        writeAddress = ir1q[11:8],
	selA = readAddrA[3:2] ? 2'b11 : readAddrA[1:0],
	selB = readAddrB[3:2] ? 2'b11 : readAddrB[1:0],
        sel_addr_reg = (m0 & (ir0q[ 7:4] == 4'b0)) 
                     | (m1 & (ir1q[11:8] == 4'b0)) ,
        rw = ~(m1 & (ir1q[11:8] == 4'b0)) ,
        dojump = jmpchk(ir1q[2:0],flags) & (ir1q[11:8] == 3'h1),
	wrAddr = (ir1q[11:8] == 3'h2),
        gate = | ir1q[15:12] ,
        clrR = reset,
        clrIr0 = reset | dojump 
                 | ((ir0q[ 7:4] == 4'b0) & (ir0q[ 11:8] != 4'b0))
                 | ~rw ;
endmodule
module mux2 (address, pc, addr_reg, sel_addr_reg);
input [15:0] pc;
input [15:0] addr_reg;
output [15:0] address;
input sel_addr_reg;
reg [15:0] address;
always @(addr_reg or pc or sel_addr_reg)
   if (sel_addr_reg) address = addr_reg;
   else address = pc;
endmodule
module mux4 (y, a, b, c, d, sel);
output [15:0] y;
input [15:0] a;
input [15:0] b;
input [15:0] c;
input [15:0] d;
input [1:0] sel;
reg [15:0] y;
always @(sel or a or b or c or d)
   case (sel)
      2'b00: y = a;
      2'b01: y = b;
      2'b10: y = c;
      2'b11: y = d;
   endcase
endmodule
module reg16 (regin, regout, clk, clr);
input clr;
input clk;
input [15:0] regin;
output [15:0] regout;
reg [15:0] regout;
always @(posedge clk)
    if (clr) regout = #1 16'b0;
    else regout = #1 regin;
endmodule
module reg16c (regin, regout, clk, gate, clr);
input gate;
input clr;
input clk;
input [15:0] regin;
output [15:0] regout;
reg [15:0] regout;
always @(posedge clk)
   if (clr) regout = #1 16'b0;
   else if (gate) regout = #1 regin;
endmodule
module regArray (readDataA, readDataB, readAddrA, readAddrB, writeAddress, 
                 writeData, clk);
output [15:0] readDataA, readDataB;
input [3:0] readAddrA, readAddrB, writeAddress;
input [15:0] writeData;
input clk;
reg [15:0] pad [3:15];
always @(posedge clk)
   case (writeAddress)
       4'b0011 : pad[3] = writeData;
       4'b0100 : pad[4] = writeData;
       4'b0101 : pad[5] = writeData;
       4'b0110 : pad[6] = writeData;
       4'b0111 : pad[7] = writeData;
       4'b1000 : pad[8] = writeData;
       4'b1001 : pad[9] = writeData;
       4'b1010 : pad[10] = writeData;
       4'b1011 : pad[11] = writeData;
       4'b1100 : pad[12] = writeData;
       4'b1101 : pad[13] = writeData;
       4'b1110 : pad[14] = writeData;
       4'b1111 : pad[15] = writeData;
   endcase    
assign readDataA = pad[readAddrA];
assign readDataB = pad[readAddrB];
endmodule
module risc(address, rw, data, reset, clk);
output [15:0] address;
output rw;
inout [15:0] data;
input clk,reset;
wire [15:0] datain, dataout,a,b,ir0q,ir1q,aluad,alubd,pc,
           readDataA, readDataB,r2q ;
wire [3:0] readAddrA, readAddrB, writeAddress, flags,aluf ;
wire [1:0] selA, selB ;
tsbuf iobuf (dataout, data, datain, rw);
reg16 ir0(datain, ir0q, clk, clrIr0);
reg16 ir1(ir0q,   ir1q, clk, clrR);
reg16c r2(dataout, r2q, clk, wrAddr, clrR);  
regArray ra (readDataA, readDataB, readAddrA, readAddrB, writeAddress, 
          dataout, clk);
cntr16 programCounter (dataout, pc, clk, dojump, clrR);
mux4 muxa (a, datain, pc, r2q, readDataA, selA);
mux4 muxb (b, datain, pc, r2q, readDataB, selB);
reg16 regA (a     , aluad, clk, clrR);
reg16 regB (b     , alubd, clk, clrR);
alu al (aluad,alubd,aluf,dataout,zero,parity,carry);
freg fr (dataout[15], carry, parity, zero, flags, clk, gate, clrR);
mux2 addrMux(address, pc, r2q, sel_addr_reg);
idec decoder(aluf,readAddrA,readAddrB, writeAddress,selA,selB,clrR,
             clrIr0, gate, rw, sel_addr_reg, dojump, wrAddr,
             ir0q,ir1q,flags,reset);
endmodule
module tsbuf (dataout, data, datain, rw);
input [15:0] dataout;   
inout  [15:0] data;     
output  [15:0] datain;   
input rw;  
assign data = rw ? 16'bz : dataout;
assign datain = data;
endmodule
--- /design/flow/run.sh ---
#!/bin/bash
# OpenROAD 26Q1-2900-gdf79404cd8, Yosys 0.63+post, stock flow scripts
make -C /OpenROAD-flow-scripts/flow DESIGN_CONFIG=/design/flow/config.mk WORK_HOME=/design/flow/orfs finish
==> flow_metrics.tcl <==
# implementation run metrics
set metrics [dict create \
    run_status "did not finish" \
    stop_stage "4_1_cts" \
    stop_error "[error] [KeplerFormal.cpp:679] Workflow failed: Iso has multiple drivers: .data1, _1984_.Y0" \
    avgSynthCellArea_um2 9.68 \
    port_buffers 18 \
    ys_seq_frac 0.426 \
    area_leaders "edfxtp_1, dfxtp_1, ha_1, a21oi_1, nor2_1" \
    yosysTopAreaCell "edfxtp_1" \
    netlist_area_um2 19200 \
    ctsResizeCount 0 \
    postSynthCellCount 1980 \
    ys_ff 304 \
    top_cells_by_count "edfxtp_1, a21oi_1, nor2_1" \
    hpwlAfterDp_um 50000 \
    h-tree-depth 1 \
    root_buffer "clkbuf_16" \
    synth-edff-count 208 \
    top_cell "edfxtp_1" \
    synth-async-reset-ratio 0 \
    ctsHoldBuffers 0 \
    synth_stat.cells 1980 \
    die_w_um 198 \
    ios 35 \
    synth_cell_type_count 103 \
    synth.top_cell.area_share 0.326 \
    routabilityCongestion 0.971 \
    rows 71 \
    clkSinkCount 304 \
    ff_type "edfxtp_1" \
    cts_setup_buffers 0 \
    numCtsBuffers 31 \
    die-height_um 198 \
    yosysWarnings 68 \
    fp_util 0.509 \
    post-place-ws_ns 6.09 \
    cts_buffer_depth 3 \
    synth_chip_area_um2 19200 \
]
[kinds of logic after synthesis]
logic type / synth area share
flip-flops: 0.426
adder cells (fa/ha/maj): 0.0510
multiplexers: 0.0718
buffers and inverters: 0.0517
AND/OR/NAND/NOR: 0.146
XOR/XNOR: 0.0206
AND-OR/OR-AND: 0.233
[per-stage QoR]
| stage | hold WS [ns] | util | std cells | cell area, um2 | total power, mW |
|---|---|---|---|---|---|
| after global placement | 0.419 | 0.529 | 2430 | 19900 | 4.16 |
| after detailed placement | 0.422 | 0.529 | 2430 | 19900 | 4.79 |
| after floorplan | 0.414 | - | 1980 | 19200 | 3.63 |
Power is estimated from default activity; no workload was simulated.
